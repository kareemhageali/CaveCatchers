==> /design/flow/config.mk <==
export PLATFORM = sky130hd
export DESIGN_NAME = datapath
export DESIGN_NICKNAME = datapath
export VERILOG_FILES = /design/flow/design.v
export SDC_FILE = /design/flow/constraint.sdc
export NUM_CORES = 4
export LEC_CHECK = 1
export CORE_UTILIZATION = 30
==> /design/flow/constraint.sdc <==
current_design datapath

set clk_period 7.8
set clk_io_pct 0.2

create_clock -name clk0 -period $clk_period [get_ports {clk}]

set non_clock_inputs [all_inputs -no_clocks]
set_input_delay [expr $clk_period * $clk_io_pct] -clock clk0 $non_clock_inputs
set_output_delay [expr $clk_period * $clk_io_pct] -clock clk0 [all_outputs]
==> /design/flow/design.v <==
module cavecatchers
	(
		CLOCK_50,						 
        KEY,
        SW,
		VGA_CLK,   						 
		VGA_HS,							 
		VGA_VS,							 
		VGA_BLANK_N,						 
		VGA_SYNC_N,						 
		VGA_R,   						 
		VGA_G,	 						 
		VGA_B,   						 
		HEX0, 
		HEX1
	);
	input			CLOCK_50;				 
	input   [9:0]   SW;
	input   [3:0]   KEY;
	output			VGA_CLK;   				 
	output			VGA_HS;					 
	output			VGA_VS;					 
	output			VGA_BLANK_N;				 
	output			VGA_SYNC_N;				 
	output	[9:0]	VGA_R;   				 
	output	[9:0]	VGA_G;	 				 
	output	[9:0]	VGA_B;   				 
	output [6:0] HEX0, HEX1;
	wire resetn;
	assign resetn = KEY[0];
	wire [2:0] colour;
	wire [7:0] x;
	wire [6:0] y;
	wire writeEn;
	vga_adapter VGA(
			.resetn(resetn),
			.clock(CLOCK_50),
			.colour(colour),
			.x(x),
			.y(y),
			.plot(1'b1),
			.VGA_R(VGA_R),
			.VGA_G(VGA_G),
			.VGA_B(VGA_B),
			.VGA_HS(VGA_HS),
			.VGA_VS(VGA_VS),
			.VGA_BLANK(VGA_BLANK_N),
			.VGA_SYNC(VGA_SYNC_N),
			.VGA_CLK(VGA_CLK));
		defparam VGA.RESOLUTION = "160x120";
		defparam VGA.MONOCHROME = "FALSE";
		defparam VGA.BITS_PER_COLOUR_CHANNEL = 1;
		defparam VGA.BACKGROUND_IMAGE = "background.mif";
	wire [6:0] datain;
	wire load_x, load_y, load_r, load_c, ld_alu_out;
	wire go, loadEn;
	wire left, right;
	assign left = KEY[3];
	assign right = KEY[2];
	datapath d1(CLOCK_50, resetn, left, right, x, y, colour, data_result);
	wire [7:0] data_result;
	hex_decoder H0(
        .hex_digit(data_result[3:0]), 
        .segments(HEX0)
        );
    hex_decoder H1(
        .hex_digit(data_result[7:4]), 
        .segments(HEX1)
        );
endmodule
module datapath(
    input clk,
	 input resetn,
	 input left,
	 input right,
    output reg [7:0] x,
	 output reg [6:0] y,
	 output reg [2:0] colour,
	 output reg [7:0] data_result
    ); 
	reg [4:0] bool;
   reg [7:0] x_pos;
	reg [6:0] y_pos;
	reg [27:0] counter;
	reg [27:0] counter2;
   reg [7:0] x_alu;
	reg [6:0] y_alu;
	reg[4:0] count;
	reg[4:0] clear;
	reg[4:0] draw;
	reg [7:0] x_2;
	reg [6:0] y_2;
	reg [7:0] x_3;
	reg [6:0] y_3;
	reg [7:0] x_4;
	reg [6:0] y_4;
	always@(posedge clk) begin
	    if(!resetn) begin
			  bool <= 4'd0;
       end
		 else if (counter == 28'd50000) begin 
			  if(x_pos == 0) begin
						x_pos <= 30;
				end
			  if (bool == 4'd0) begin 
					if(count == 4'd2) begin
						if (~left) begin
							if(x_pos == 30) begin
								x_pos <= 120;
							end
						else begin
								x_pos <= x_pos - 30;
						end
						end if(~right) begin
								if(x_pos == 120) begin
									x_pos <= 30;
								end
								else begin
									x_pos <= x_pos + 30;
								end
						end
						count <= 4'd0;
					end
					y_pos <= 100;
					bool <= 1;
			  end
			  else if(bool == 4'b1) begin
					y <= y_pos;
					x <= x_pos;
					colour <= 3'b111;
					bool <= 3;
					clear <=1;
			  end
			  else if (bool == 4'd4) begin
					bool <= 5;
			  end
			  else if(bool == 4'd10) begin
					bool <= 2;
			  end
			  else if(bool == 4'd9) begin
					if(x_pos == x_2 && y_pos == y_2) begin
						data_result <= data_result + 1;
						if((x_pos + 30) > 120) begin
							x_2 <= 30;
						end
						else begin
							x_2 <= (x_pos + 30);
						end
						y_2 <= 0;
					end
					else if(x_pos == x_3 && y_pos == y_3) begin
						data_result <= data_result + 5;
						if((x_pos - 30) < 0) begin
							x_3 <= 120;
						end
						else begin
							x_3 <= (x_pos - 30);
						end
						y_3 <= 0;
					end
					else if(x_pos == x_4 && y_pos == y_4) begin 
						if(data_result >= 10) begin
							data_result <= data_result - 10;
						end
						else begin
							data_result <= 0;
						end
						if((x_2 + 30) > 120) begin
							x_4 <= 60;
						end
						else begin
							x_4 <= (x_2 + 30);
						end
						y_4 <= 0;
					end
					if(y_2 == 120) begin
						if((x_pos + 30) > 120 || (x_pos + 30) < 30) begin
							x_2 <= 60;
						end
						else begin
							x_2 <= (x_pos + 30);
						end
						y_2 <= 0;
					end
					else if(y_3 == 120) begin
						if((x_2 - 30) > 120 ||(x_2 - 30) < 0) begin
							x_3 <= 90;
						end
						else begin
							x_3 <= (x_2 - 30);
						end
						y_3 <= 0;
					end
					else if(y_4 == 120) begin
						if((x_3 + 30) > 120 ||(x_3 + 30) < 0) begin
							x_4 <= 90;
						end
						else begin
							x_4 <= (x_3 - 30);
						end
						y_4 <= 0;
					end 
					bool <= 0;
			  end
			  else if(bool == 4'd5) begin
					bool <= 6;
			  end 
			  else if(bool == 4'd3) begin
					if(x_2 <= 0) begin
						x_2 <= 30;
					 end
					 if(x_3 <= 0) begin
						x_3 <= 90;
						y_3 <= 90;
					 end
					 if(x_4 <= 0) begin
						x_4 <= 120;
						y_4 <= 100;
					 end
					 y_2 <= y_2 + 1;
					 y_3 <= y_3 + 1;
					 y_4 <= y_4 + 1;
					 draw <= 1;
					 bool <= 4;
			  end
			  else if (bool == 4'd2)begin
					x <= x_pos;
					y <= y_pos;
					colour <= 3'b000;
					bool <= 9;
			  end
			  else if (bool == 4'd6) begin
					 bool <= 7;
			  end
			  else if (bool == 4'd7) begin
					bool <= 8;
			  end
			  else if (bool == 4'd8) begin
					bool <= 2;
			  end
			  counter <= 28'd0;
			  count <= count + 1;
	    end
		 else begin
		 	counter <= counter + 1;
			 if(clear == 4'd1) begin
					x <= x_2;
					y <= y_2;
					colour <= 1'b000;
					clear <= 2;
			  end
			  else if(clear == 4'd2) begin
					x <= x_3;
					y <= y_3;
					clear <= 3;
			  end
			  else if(clear == 4'd3) begin
					x <= x_4;
					y <= y_4;
					clear <= 0;
			  end
			  if(draw == 4'd1) begin
					x <= x_2;
					y <= y_2;
					colour <= 3'b110;
					draw <= 2;
			  end
			  else if(draw == 4'd2) begin
					x <= x_3;
					y <= y_3;
					colour <= 3'b011;
					draw <= 3;
			  end
			  else if(draw == 4'd3) begin
					x <= x_4;
					y <= y_4;
					colour <= 3'b100;
					draw <= 0;
			  end
	    end
end
endmodule
module hex_decoder(hex_digit, segments);
    input [3:0] hex_digit;
    output reg [6:0] segments;
    always @(*)
        case (hex_digit)
            4'h0: segments = 7'b100_0000;
            4'h1: segments = 7'b111_1001;
            4'h2: segments = 7'b010_0100;
            4'h3: segments = 7'b011_0000;
            4'h4: segments = 7'b001_1001;
            4'h5: segments = 7'b001_0010;
            4'h6: segments = 7'b000_0010;
            4'h7: segments = 7'b111_1000;
            4'h8: segments = 7'b000_0000;
            4'h9: segments = 7'b001_1000;
            4'hA: segments = 7'b000_1000;
            4'hB: segments = 7'b000_0011;
            4'hC: segments = 7'b100_0110;
            4'hD: segments = 7'b010_0001;
            4'hE: segments = 7'b000_0110;
            4'hF: segments = 7'b000_1110;   
            default: segments = 7'h7f;
        endcase
endmodule
==> /design/flow/run.sh <==
#!/bin/bash
# OpenROAD 26Q1-2900-gdf79404cd8, Yosys 0.63+post, stock flow scripts
make -C /OpenROAD-flow-scripts/flow DESIGN_CONFIG=/design/flow/config.mk WORK_HOME=/design/flow/orfs finish
==> summary.rpt <==
IMPLEMENTATION SUMMARY REPORT
----------------------------------------------------
[Cells and area]
  Sequential cell area ........................ about 0.0037 mm²
  FILL cells ........................ between 2000 and 3000
  Final instance count without filler cells ........................ 1311
  Signed area change from the synthesized netlist to the final layout ........................ 12.89%
  Layout cell share with drive strength beyond 1 ........................ 0.07074
  Combinational cell area excluding buffers and inverters ........................ 0.004512 mm²

[Routing]
  Number of antenna cells inserted ........................ 0
  TritonRoute pass-1 iters ........................ 7
  Vias per inst ........................ around 5.3
  DRC viols ........................ 0
  DRC marker count from the first detailed-route iteration ........................ between 600 and 700
  Wirelength, routed ........................ about 22000 µm
  Number of routed nets with antenna violations ........................ 0
  Via count of the routed design ........................ around 7000
  Detail-routed net length per standard cell ........................ about 17 µm

[Global routing]
  Antenna violations before repair ........................ 0
  First-pass GRT wire length ........................ approximately 36000 µm
  Via count of the first global-routing pass ........................ between 6000 and 7000
  GRT Util Overall ........................ 0.1606
  Pin count of the biggest net entering global routing ........................ roughly 47
  Leftover overflow at the end of global routing ........................ 0

[Synth]
  Synthesized area per cell ........................ 9.280 µm²
  Async set-or-reset flop fraction in the synthesized netlist ........................ 0
  Fraction of the yosys area taken by sequential cells ........................ 0.4273
  Top cells, area ........................ sky130_fd_sc_hd__edfxtp_1, sky130_fd_sc_hd__xnor2_1, sky130_fd_sc_hd__nor2_1, sky130_fd_sc_hd__nand2_1, sky130_fd_sc_hd__dfxtp_1
  Cell total in the yosys stat output ........................ 929
  Most popular library cell in the synthesized design by count ........................ sky130_fd_sc_hd__edfxtp_1
  Mapped cell area ........................ roughly 0.0086 mm²
  #FFs+latches synth ........................ 128
  Most common reg cell ........................ sky130_fd_sc_hd__edfxtp_1
  Cell taking the most area after synthesis ........................ sky130_fd_sc_hd__edfxtp_1
  Yosys cell types ........................ around 78
  Share of Yosys cell area claimed by the top area cell type ........................ 0.3901
  Top cells by count, synth ........................ sky130_fd_sc_hd__edfxtp_1, sky130_fd_sc_hd__nor2_1, sky130_fd_sc_hd__nand2_1, sky130_fd_sc_hd__xnor2_1, sky130_fd_sc_hd__a21oi_1
  Yosys warns ........................ 1
  Count of library flops with an enable pin ........................ roughly 110
  Count of mapped cells out of synthesis ........................ 929
  Yosys-reported design area after synthesis ........................ about 0.0086 mm²

[Floorplanning]
  Die outline width ........................ 171.5 µm
  Vertical die dimension ........................ between 150 and 200 µm
  Core Footprint ........................ 0.02801 mm²
  Chip footprint ........................ around 0.029 mm²
  Top-level I/O count ........................ 30
  Core utilization before placement ........................ 0.3078
  Number of cell rows ........................ 61

[Placement]
  Global placer's final weighted congestion ........................ 0.9262
  Number of input and output port buffers inserted ........................ 29
  Number of placed instances with taps included ........................ 1280
  Estimated wirelength of the detail-placed design ........................ roughly 15000 µm

[Clock network]
  CTS tree ........................ built
  Post-CTS Setup Inserts ........................ 0
  Count of cells resized by post-cts repair ........................ 0
  Clock latency at the later pin of the worst-skew pair ........................ 0.42 ns
  Clock sinks ........................ approximately 130
  Clock tree buffer depth ........................ 2
  Clock slew at reported path FFs ........................ 0.06 ns
  Hold-fix buffers, CTS ........................ 0
  Number of H-tree levels ........................ 4
  Root buffer cell ........................ sky130_fd_sc_hd__clkbuf_16
  Number of buffers added by the clock tree synthesis step ........................ 17

[Timing]
  Final setup violation count ........................ 0
  Final hold viol count ........................ 0
  Peak clock frequency supported by timing ........................ around 250 MHz
  Unrepaired setup endpoints after global routing ........................ false
  Fraction of the cycle the final worst path needs ........................ 0.5203
  Count of final max-slew check failures ........................ 0
  Post-route clock skew ........................ ~0.012 ns
  Headroom to the max-slew limit ........................ 0.4417
  Final Critical Period ........................ 4.058 ns
  Minimum hold slack ........................ approximately 0.45 ns
  Total Neg Setup Slack ........................ 0 ns
  Least-Margin Pin Slew ........................ roughly 0.84 ns

[Critical path]
  Critical Path Fanout Max ........................ approximately 46
  Reg2Reg Depth ........................ 5
  Setup Crit Path Kind ........................ input pin to flop
  Reg2reg start ........................ counter[11]
  CP startpoint kind ........................ input pin
  CP required ........................ roughly 7.9 ns
  Arrival @ worst endpoint ........................ between 4 and 5 ns
  CP endpoint kind ........................ flop
  Reg2Reg Setup Slack ........................ between 4 and 5 ns
  End of the worst register-to-register path ........................ x_2[6]

[Hold path]
  Min-Delay Startpoint ........................ bool[1]
  Depth of the worst hold-timing path ........................ 2
  Path class of the lowest-slack min-delay path ........................ flop to flop
  Worst min-delay path endpoint ........................ bool[1]

[Outcome]
  Status ........................ complete, no violations

[Power and ir drop]
  Maximum ir drop on the vdd rail ........................ approximately 130 µV
  Power per unit of standard cell area ........................ 159.8 mW/mm²
  Leak pwr ........................ 3.258 nW

[Job]
  Number of maximum-capacitance violations ........................ 0
  OpenROAD warnings ........................ 37

----------------------------------------------------
-- how the worst max path moves through the flow --
stage	to	slack (ns)	start
after CTS	x_2[1]	3.77	resetn
after global routing	x_2[6]	3.51	resetn
final	x_2[6]	3.74	resetn
-- routing by layer --
metal | vias up | track usage | routed length (µm)
li1 | 3408 | - | -
met1 | 3269 | 0.2487 | 10540
met2 | 284 | 0.2264 | 9415
met3 | 41 | 0.04825 | 1834
met4 | 2 | 0.03067 | 448
met5 | - | 0.01739 | 63
-- registers in the layout, summed over array words and instances (netlist names) --
signal / cells
draw: 3
x_4: 8
x: 8
y_4: 7
data_result: 8
bool: 10
x_3: 8
clear: 3
x_2: 8
y_3: 7
count: 5
counter: 28
y_2: 7
x_pos: 8
colour: 3
y: 7
-- power breakdown --
part / total, mW / switching [mW] / internal (mW)
Clock: 0.765 / 0.299 / 0.466
Combinational: 0.0273 / 0.0141 / 0.0132
Sequential: 0.762 / 0.0130 / 0.749
-- critical path, cell delays in order --
cell and delay, ns:
sky130_fd_sc_hd__clkdlybuf4s50_1 0.45, sky130_fd_sc_hd__buf_4 0.43, sky130_fd_sc_hd__nor4b_1 0.49, sky130_fd_sc_hd__and3_1 0.30, sky130_fd_sc_hd__o31ai_1 0.15, sky130_fd_sc_hd__a21oi_1 0.68
-- kinds of logic after synthesis --
kind of cell | share of synthesized area
flip-flops | 0.4273
multiplexers | 0.02380
buffers and inverters | 0.04978
AND/OR/NAND/NOR | 0.2189
adder cells (fa/ha/maj) | 0.03309
AND-OR/OR-AND | 0.1624
other | 0.0004350
XOR/XNOR | 0.08432
-- layout make-up --
type                    count  area share
clock buffers              17     0.04371
clock inverters            14     0.01453
inverters                  33     0.01273
multi-input cells         701      0.4636
flip-flops and latches    128      0.3785
well taps                 378     0.04860
repair buffers             40     0.03831
-- layout by cell type (no fill, tap or decap), types with 6 or more instances in the layout --
cell type                         netlist  final
sky130_fd_sc_hd__a21boi_1               7      7
sky130_fd_sc_hd__a21oi_1               50     49
sky130_fd_sc_hd__a22o_1                 7      7
sky130_fd_sc_hd__a22oi_1                9      9
sky130_fd_sc_hd__a31o_2                 6      6
sky130_fd_sc_hd__a31oi_1               10     10
sky130_fd_sc_hd__and2_1                 7      7
sky130_fd_sc_hd__and3_1                24     24
sky130_fd_sc_hd__buf_4                  1     11
sky130_fd_sc_hd__clkbuf_16              0     17
sky130_fd_sc_hd__clkdlybuf4s50_1        0     29
sky130_fd_sc_hd__dfxtp_1               16     16
sky130_fd_sc_hd__edfxtp_1             112    112
sky130_fd_sc_hd__ha_1                  22     22
sky130_fd_sc_hd__inv_1                 33     33
sky130_fd_sc_hd__mux2i_1               16     16
sky130_fd_sc_hd__nand2_1               91     91
sky130_fd_sc_hd__nand2b_1              10     10
sky130_fd_sc_hd__nand3_1               37     37
sky130_fd_sc_hd__nand4_1               17     17
sky130_fd_sc_hd__nor2_1                93     93
sky130_fd_sc_hd__nor2b_1               11     11
sky130_fd_sc_hd__nor3_1                12     12
sky130_fd_sc_hd__nor3b_1                7      7
sky130_fd_sc_hd__nor4_1                14     14
sky130_fd_sc_hd__o211ai_1               6      6
sky130_fd_sc_hd__o21a_1                 6      6
sky130_fd_sc_hd__o21ai_0               35     35
sky130_fd_sc_hd__o221ai_1               8      8
sky130_fd_sc_hd__o22ai_1               14     14
sky130_fd_sc_hd__o31ai_1                6      6
sky130_fd_sc_hd__xnor2_1               61     61
sky130_fd_sc_hd__xor2_1                22     22
-- per-stage QoR --
stage | worst slack [ns] | instance area [µm²] | utilization | power, mW
global placement | 3.445 | 9165 | 0.3272 | 0.8029
floorplan | 4.778 | 8621 | - | 0.7918
global route | 3.506 | 9732 | 0.3474 | 1.602
finish | 3.742 | 9732 | 0.3474 | 1.555
CTS | 3.771 | 9732 | 0.3474 | 1.570
detailed placement | 3.325 | 9165 | 0.3272 | 0.8038
Power figures rest on the tool's default switching activity, not on a simulated workload.
